[flow/config.mk]
export PLATFORM = sky130hd
export DESIGN_NAME = fir
export DESIGN_NICKNAME = fir
export VERILOG_FILES = /design/flow/design.v
export SDC_FILE = /design/flow/constraint.sdc
export NUM_CORES = 4
export LEC_CHECK = 1
export CORE_UTILIZATION = 30
[flow/constraint.sdc]
current_design fir

set clk_period 18.8
set clk_io_pct 0.2

create_clock -name clk0 -period $clk_period [get_ports {clk_100k}]

set non_clock_inputs [all_inputs -no_clocks]
set_input_delay [expr $clk_period * $clk_io_pct] -clock clk0 $non_clock_inputs
set_output_delay [expr $clk_period * $clk_io_pct] -clock clk0 [all_outputs]
[flow/design.v]
`timescale 1ns/1ps
module fir(
	input			clk_100k,
	input			rst_n,
	input 	signed [8:0]	samp_in,
	output 	signed [8:0]	fir_out	
);
reg	signed [15:0]	b[0:20];
reg	signed [8:0]	samp[0:20]; 
wire signed [24:0]	mult[0:20];
wire signed [33:0]	sum;
initial begin
	b[0]   = 16'h0312;
	b[1]   = 16'h03F8;
	b[2]   = 16'h0694;
	b[3]   = 16'h0AAD;
	b[4]   = 16'h0FE6;
	b[5]   = 16'h15BC;
	b[6]   = 16'h1B9F;
	b[7]   = 16'h20F9;
	b[8]   = 16'h2539;
	b[9]   = 16'h27F6;
	b[10]  = 16'h28E9;
	b[11]  = 16'h27F6;
	b[12]  = 16'h2539;
	b[13]  = 16'h20F9;
	b[14]  = 16'h1B9F;
	b[15]  = 16'h15BC;
	b[16]  = 16'h0FE6;
	b[17]  = 16'h0AAD;
	b[18]  = 16'h0694;
	b[19]  = 16'h03F8;
	b[20]  = 16'h0312;
end
integer i;
always @(posedge clk_100k or negedge rst_n) begin
	if(!rst_n) begin
		for(i=20;i>=0;i=i-1)begin
			samp[i] <= 0;
		end
	end
	else begin  
		for(i=20;i>0;i=i-1)begin
			samp[i] <= samp[i-1];
		end
		samp[0] <= samp_in;
	end
end
genvar j;
for(j=0;j<=20;j=j+1)begin
	assign mult[j] = $signed(samp[j])*$signed(b[j]);
end
assign sum = mult[0]+mult[1]+mult[2]+mult[3]+mult[4]+mult[5]+mult[6]+mult[7]+mult[8]+mult[9]+mult[10]+mult[11]+mult[12]+mult[13]+mult[14]+mult[15]+mult[16]+mult[17]+mult[18]+mult[19]+mult[20];
assign fir_out = sum[24:16];
endmodule
[flow/run.sh]
#!/bin/bash
# OpenROAD 26Q1-2900-gdf79404cd8, Yosys 0.63+post, stock flow scripts
make -C /OpenROAD-flow-scripts/flow DESIGN_CONFIG=/design/flow/config.mk WORK_HOME=/design/flow/orfs finish
==> reports/highlights.md <==
## Status
• status: completed

## GRT
• maximum number of pins on one net before global-route repair: 69
• first-pass GRT wire length: 198.7 mm
• total global-route track usage: 17.75%
• number of global-route vias before repair: 31646
• number of antenna violations at the first check in global routing: 0
• leftover overflow at the end of global routing: 0

## Yosys
• async set-or-reset flop fraction in the synthesized netlist: 100.0%
• largest area contributor in the synthesized netlist: sky130_fd_sc_hd__fa_1
• leading post-synthesis cells by cell area: sky130_fd_sc_hd__fa_1 51%, sky130_fd_sc_hd__ha_1 23%, sky130_fd_sc_hd__inv_1 13%
• Dominant Register Cell: sky130_fd_sc_hd__dfrtp_1
• number of cells produced by synthesis: 4197
• Synth Seq Share: 9.772%
• synthesized flop and latch total: 189
• post-synthesis cell area: 0.04840 mm²
• number of different library cells in the post-synthesis netlist: 31
• Area leader share: 51.38%
• number of cells in the yosys synthesis report: 4197
• Yosys warning count: 2
• average size of a mapped cell: 11.53 µm²
• count of flip-flops with a built-in enable after synthesis: 0
• chip area line of the yosys report: 0.04840 mm²

## Route
• drt total wl: 127.0 mm
• post-DR wirelength/cell: 19.79 µm
• vias per std cell: 4.116
• DRC violation count after routing: 0
• DRT iter0 DRCs: 903
• overall via count from detail_route: 26407
• iteration tally of the first detailed-router pass: 5
• post-detailed-route count of antenna-violating nets: 0

## Timing
• setup-violating endpoint count in the final report: 0
• Total Neg Setup Slack: 0 ns
• worst slew margin relative to its limit: 32.18%
• fin crit share: 77.05%
• worst hold slack after final layout: 0.4654 ns
• clock period minus worst slack: 14.48 ns
• transition at the pin with the smallest max-transition slack: 1.010 ns
• RSZ-0062 raised after global routing: no
• Highest Clock Rate: 69.04 MHz
• Final Slew Violations: 0
• final number of hold-violating endpoints: 0
• final setup skew: 0.02752 ns

## Worst setup path
• arrival time of data at the critical path endpoint: 10.72 ns
• cell occurring most often along the worst timing path: sky130_fd_sc_hd__fa_1
• Setup crit end kind: output pin
• worst stage delay on the critical path: 0.78 ns
• startpoint of the lowest-slack register-to-register path: samp[5][8]
• Worst Path Max Fanout: 9
• library cell contributing the largest single delay on the critical path: sky130_fd_sc_hd__dfrtp_1
• Critical Path RT: 15.04 ns
• critical path startpoint category: register
• startpoint of the worst setup timing path: samp[5][8]
• CP Class: reg -> out

## Place
• I/O Buffers: 19
• Post-Place Cell Area: 0.05134 mm²
• final HPWL from detailed placement: 117.6 mm
• weighted congestion reported at the end of routability-driven placement: 1.021

## Finish
• post-route cell area: 0.05192 mm²
• multi-input logic area: 0.03728 mm²
• Top Registers: samp x189
• fraction of layout cells with a size suffix above 1: 1.363%
• number of fill cells: 16023
• most flop-heavy register: samp
• area occupied by registers: 0.004730 mm²
• post-synthesis to final-layout area growth: 7.285%
• number of flip-flops under the largest register name: 189

## Clock tree
• Worst-path clk slew: 0.10 ns
• Root Buffer: sky130_fd_sc_hd__clkbuf_16
• maximum clock insertion buffer count: 2
• Post-CTS Setup Bufs: 0
• sink count of the clock tree: 189
• clock insertion delay at the later pin of the skew report: 0.56 ns
• post-cts repair resize count: 0
• TritonCTS Buffers: 17
• number of hold-repair buffers added at the cts stage: 0
• number of levels the H-tree was split into: 4
• CTS tree: done

## Min path
• beginning of the worst hold path: samp[3][2]
• Min-Delay Path Class: reg -> reg

## Die
• chip height: 403.7 µm
• top-level I/O count: 20
• number of cell rows: 147
• core utilization at floorplan: 30.18%
• Chip Footprint: 0.1629 mm²
• core outline area: 0.1604 mm²
• Die Width: 403.7 µm

## Flow run
• number of maximum-capacitance violations: 0
• number of OpenROAD warnings: 130

==> logic make-up (layout without fill, tap and decap cells) <==
logic type	Yosys count	count (layout)	synth area share [%]
AND/OR/NAND/NOR	61	61	0.6748
XOR/XNOR	44	44	0.7963
AND-OR/OR-AND	59	59	0.8945
buffers and inverters	1701	1758	13.19
adder cells (fa/ha/maj)	2143	2143	74.67
flip-flops	189	189	9.773
other	0	1	0
==> through the flow <==
stage                     setup WS (ns)  instances  util [%]
final                             4.316       6415     32.37
after global routing              3.828       6414     32.37
after CTS                         4.259       6414     32.37
after detailed placement          4.948       6382     32.01
after global placement            4.887       6382     32.01
after floorplan                   6.642       4197         -
==> layout by cell type, fill, tap and decap left out, drive strengths merged, types with 7 or more instances in the layout <==
cell type      netlist  layout
inv               1701    1707
fa                1242    1242
ha                 901     901
dfrtp              189     189
xnor2               36      36
clkbuf               0      20
a21oi               18      18
clkdlybuf4s50        0      18
nand2b              17      17
a21o                16      16
nand2               13      13
or2                 11      11
xor2                 8       8
nand3                7       7
buf                  0       7
==> routing by layer <==
metal / part of all wire (%) / track usage, % / vias up / routed length [µm]
li1: - / - / 11936 / -
met1: 41 / 23.92 / 13584 / 51430
met2: 45 / 26.28 / 796 / 57320
met3: 12 / 9.829 / 91 / 15560
met4: 2.1 / 2.685 / 0 / 2667
met5: 0 / 0 / - / 0
==> Yosys cell counts, types with 3 or more instances <==
master                     number
sky130_fd_sc_hd__inv_1       1701
sky130_fd_sc_hd__fa_1        1242
sky130_fd_sc_hd__ha_1         901
sky130_fd_sc_hd__dfrtp_1      189
sky130_fd_sc_hd__xnor2_1       36
sky130_fd_sc_hd__a21oi_1       18
sky130_fd_sc_hd__nand2b_1      17
sky130_fd_sc_hd__a21o_1        16
sky130_fd_sc_hd__nand2_1       13
sky130_fd_sc_hd__or2_2         11
sky130_fd_sc_hd__xor2_1         8
sky130_fd_sc_hd__nand3_1        7
sky130_fd_sc_hd__nor2_1         6
sky130_fd_sc_hd__and2_1         5
sky130_fd_sc_hd__a31o_2         4
sky130_fd_sc_hd__o211ai_1       3
sky130_fd_sc_hd__o21bai_1       3
==> layout make-up <==
cell class,instances,share of cell area [%]
Multi-Input combinational cell,2307,71.80
Inverter,1701,12.30
Sequential cell,189,9.109
Tap cell,2160,5.205
Clock buffer,20,0.8796
Timing Repair Buffer,25,0.4627
Clock inverter,12,0.2386
Antenna cell,1,0.004820
==> worst max-delay path, delay by kind of cell (launching register included) <==
family,cells,cell delay (ns)
simple gates,3,0.36
buf+inv,7,1.06
compound gates,4,1.58
flops,1,0.78
fa+ha+maj,13,6.39
==> worst paths after layout <==
check,endpoint,slack [ns],cells past startpoint
worst min-delay path,samp[4][2],0.47,0
max in group asynchronous,samp[14][6],13.92,3
min in group asynchronous,samp[4][4],3.17,1
worst max-delay path,fir_out[4],4.32,27
worst max register to register,samp[6][8],17.85,0
worst min register to register,samp[4][2],0.47,0

`run.sh`:
```
#!/bin/bash
# OpenROAD 26Q1-2900-gdf79404cd8, Yosys 0.63+post, stock flow scripts
make -C /OpenROAD-flow-scripts/flow DESIGN_CONFIG=/design/flow/config.mk WORK_HOME=/design/flow/orfs finish
```
`config.mk`:
```
export PLATFORM = sky130hd
export DESIGN_NAME = top
export DESIGN_NICKNAME = top
export VERILOG_FILES = /design/flow/design.v
export SDC_FILE = /design/flow/constraint.sdc
export NUM_CORES = 4
export LEC_CHECK = 1
export CORE_UTILIZATION = 30
```
`constraint.sdc`:
```
current_design top

set clk_period 3.7
set clk_io_pct 0.2

create_clock -name clk0 -period $clk_period [get_ports {CLOCK}]

set non_clock_inputs [all_inputs -no_clocks]
set_input_delay [expr $clk_period * $clk_io_pct] -clock clk0 $non_clock_inputs
set_output_delay [expr $clk_period * $clk_io_pct] -clock clk0 [all_outputs]
```
`design.v`:
```
module check(CLOCK_DIV,RESET,V2,V3);
input		CLOCK_DIV;
input		RESET;
input		V2;
output	reg	V3;
parameter	s_0		=	3'd0;
parameter	s_1		=	3'd1;
parameter	s_11	=	3'd2;
parameter	s_111	=	3'd3;
parameter	s_1110	=	3'd4;
reg	[2:0]	c_state;
reg	[2:0]	n_state;
always @(posedge CLOCK_DIV or negedge RESET)begin
	if(~RESET)
		c_state<=s_0;
	else
		c_state<=n_state;
end
always @(*)begin
	case(c_state)
		s_0:begin
				if(V2==1'b1)	
					n_state=s_1;
				else			
					n_state=s_0;
		end
		s_1:begin
				if(V2==1'b1)
					n_state=s_11;
				else
					n_state=s_0;
		end
		s_11:begin
				if(V2==1'b1)
					n_state=s_111;
				else
					n_state=s_0;
		end
		s_111:begin
				if(V2==1'b0)
					n_state=s_1110;
				else
					n_state=s_111;
		end
		s_1110:begin
				if(V2==1'b0)
					n_state=s_0;
				else
					n_state=s_1;
		end
		default:n_state=c_state;
	endcase
end		
always @(posedge CLOCK_DIV or negedge RESET)begin
	if(~RESET)
		V3<=1'b0;
	else if(c_state==s_1110 && n_state==s_0)
		V3<=1'b1;
	else
		V3<=1'b0;
end
endmodule
module clock_div(
	input			clk_in,
	input			rst_n,
	output	reg		clk_out
);
reg		[23:0]		clk_cnt;
always @(posedge clk_in or negedge rst_n)begin
	if(~rst_n)
		clk_cnt <= 23'd0;
	else if(clk_cnt == 24'd2499)
		clk_cnt <= 23'd0;
	else
		clk_cnt <= clk_cnt + 23'd1;
end
always @(posedge clk_in or negedge rst_n)begin
	if(~rst_n)
		clk_out <= 1'b0;
	else if(clk_cnt == 24'd2499)
		clk_out <= ~clk_out;
end	
endmodule
module cvsd(
	input				clk_10k,	
	input				rst_n,
	input		[7:0]	x,
	output				V2,
	output	reg	[7:0]	xp,			
	output				flag		 
);
parameter	beta  = 48;		
parameter	delta =	1;
parameter	step0 = 10;
reg		[7:0]	step;
reg				V2_d1;
reg				V2_d2;
reg				V2_d3;
always @(posedge clk_10k or negedge rst_n)begin
	if(~rst_n)begin
		V2_d1 <= 1;
		V2_d2 <= 0;
		V2_d3 <= 0;
	end
	else begin
		V2_d1 <= V2;
		V2_d2 <= V2_d1;
		V2_d3 <= V2_d2;
	end
end
assign flag = (V2==V2_d1) && (V2==V2_d2);
always @(posedge clk_10k or negedge rst_n)begin
	if(~rst_n)
		step <= step0;
	else if(flag)
		step <= (beta * step) / 50 + delta;
	else
		step <= (beta * step) / 50;
end
always @(posedge clk_10k or negedge rst_n)begin
	if(~rst_n)
		xp <= 8'd128;
	else if(V2)
		xp <= xp + step;
	else
		xp <= xp - step;
end
assign V2 = (xp <= x) ? 1'b1 : 1'b0;
endmodule
module sin_generater(
	input				clk_10k,
	input				rst_n,
	output	reg	 [7:0]	sin_out
);
reg		[4:0]	sin_cnt;
always @(posedge clk_10k or negedge rst_n)begin
	if(~rst_n)
		sin_cnt <= 5'd0;
	else if(sin_cnt == 5'd19)
		sin_cnt <= 5'd0;
	else
		sin_cnt <= sin_cnt + 5'd1;
end
always @(posedge clk_10k or negedge rst_n)begin
	if(~rst_n)
		sin_out <= 8'd128;
	else begin
		case(sin_cnt)
			5'd0 :	sin_out <= 8'd128;		
			5'd1 :	sin_out <= 8'd167;
			5'd2 :	sin_out <= 8'd203;
			5'd3 :	sin_out <= 8'd231;
			5'd4 :	sin_out <= 8'd250;
			5'd5 :	sin_out <= 8'd255;
			5'd6 :	sin_out <= 8'd250;
			5'd7 :	sin_out <= 8'd231;
			5'd8 :	sin_out <= 8'd203;
			5'd9 :	sin_out <= 8'd167;
			5'd10:	sin_out <= 8'd128;
			5'd11:	sin_out <= 8'd88;
			5'd12:	sin_out <= 8'd53;
			5'd13:	sin_out <= 8'd24;
			5'd14:	sin_out <= 8'd6;
			5'd15:	sin_out <= 8'd0;
			5'd16:	sin_out <= 8'd6;
			5'd17:	sin_out <= 8'd24;
			5'd18:	sin_out <= 8'd53;
			5'd19:	sin_out <= 8'd88;
		endcase
	end
end
endmodule
module top(
	input 					CLOCK,			 
	output 					CLOCK_DIV,		 
	output 					flag,
	input 					RESET,
	output 			[7:0]	V1,			 
	output 					V2,			 
	output 					V3,
	output 			[7:0]	xp			
);
clock_div u_clock_div(
	.clk_in			(CLOCK),
	.rst_n			(RESET),
	.clk_out		(CLOCK_DIV)
);
sin_generater u_sin_generater(
	.clk_10k		(CLOCK_DIV),
	.rst_n			(RESET),
	.sin_out		(V1)
);
cvsd u_cvsd(
	.clk_10k	(CLOCK_DIV),	
	.rst_n		(RESET),
	.x			(V1),
	.V2			(V2),
	.xp			(xp),
	.flag		(flag)
);  
check u_check(
	.CLOCK_DIV	(CLOCK_DIV),
	.RESET		(RESET),
	.V2			(V2),
	.V3			(V3)
);
endmodule
```
==> reports/summary.txt <==
Status -> complete, no violations
Worst Hold Class -> register to register
DRT antenna net count -> 0
Final WL -> 14100 um
Power Total -> 0.522 mW
Residual DRC count -> 0
Finish-stage setup viols -> 0
HPWL Detailed -> 11200 um
Final Slew Violations -> 0
Post-synth EDFFs -> 0
Crit path max fanout -> 5
Endpoint, Worst Hold -> u_clock_div.clk_cnt[23]
Top cell area share -> 22.2%
Reg2Reg Setup Slack -> 1.71 ns
Number of unconstrained endpoints -> 56
Tool warnings -> 39
Worst reg2reg path depth -> 7
Worst Path Arrival -> 2.13 ns
Critical path type -> register to register
Num ports -> 22
Max-cap viol count -> 0
Mapped Area -> 0.00630 sq mm
Vias in the first global route -> 5064
Number of setup buffers added after CTS -> 0
Seq share, synth -> 24.7%
Row cnt -> 52
Setup TNS -> 0 ns
RSZ-0062 raised after global routing -> no
Reg clk slew, reported paths -> 0.06 ns
Hold-fix buffers, CTS -> 0
RR Endpoint -> u_clock_div.clk_cnt[23]
DRT Pass-1 Iters -> 5
H-tree depth -> 1
Congestion Overflow GR -> 0
Antenna cells -> 0
Hold Path Origin -> u_clock_div.clk_cnt[23]
Register pins left without a clock -> 37
Fin Clk Skew -> 0.00374 ns
TritonCTS Buffers -> 3
Cell type with the largest total area -> dfrtp_1
Crit end category -> register
DR vias -> 5429
PD cells -> 76.5 mW/mm^2
Top cells by count -> nor2_1, dfrtp_1, nand2_1
Maximum vdd drop -> 0.139 mV
Logic area -> 0.00450 sq mm
Data required, critical path -> 3.85 ns
Worst setup SP type -> register
Layout cells sized above 1 -> 8.54%
Final hold vios -> 0
Worst relative slew slack -> 39.9%
Core box area -> 0.0204 sq mm
DR WL/cell -> 14.0 um
Fp util -> 30.9%
Layout Area Growth over Synthesis -> 8.26%
GR Util All Layers -> 13.6%
Fin crit share -> 53.6%
Post_cts resized -> 0
Reg2Reg Launch Point -> u_clock_div.clk_cnt[2]
CTS tree -> done
Sequential Area -> 0.00156 sq mm
Yosys stat chip area -> 0.00630 sq mm
Die height -> 147 um
Tmin final -> 1.99 ns
FFs w/ async S/R, synth -> 100%
Synth top cell by count -> nor2_1
Commonest flop -> dfrtp_1
First-pass GRT wire length -> 24700 um
Maximum clock path buffer count -> 2
Die W -> 147 um
Syn Area/Cell -> 8.59 sq um
Flops out of synthesis -> 62
Initial drt markers -> 382
Hold Crit Depth -> 1
Fmax -> 504 MHz
Clk ins delay skew pair -> 0.26 ns
Pleak -> 2.84 nW
Initial antenna violation count -> 0
Vias/cell -> 5.39
Clock root buffer -> clkbuf_16
Cell count after synthesis -> 734
Total die area -> 0.0216 sq mm
Cell variety after synth -> 99
Global placement routability congestion -> 0.898
Ys Warns -> 4
Slew @ Worst Pin -> 0.895 ns
Largest net degree at the start of global routing -> 39
Fillers -> 2091
IO buf count -> 21
Top post-synthesis cells by area -> dfrtp_1, ha_1, xnor2_1
# Cells Yosys -> 734
Hold_ws -> 0.477 ns
-- layer usage --
metal	global-route usage (%)	routed length, um	part of all wire [%]
met5	0	0	0
met3	0.856	352	2.5
met1	21.9	7370	52
met2	20.8	6250	44
met4	1.91	170	1.2
-- state kept, by name, summed over array words and instances (netlist names) --
name / flops
u_check.V3: 1
u_sin_generater.sin_cnt: 5
u_cvsd.xp: 8
u_cvsd.V2_d1: 1
u_clock_div.clk_cnt: 24
u_check.c_state: 5
u_cvsd.step: 8
u_clock_div.clk_out: 1
u_sin_generater.sin_out: 8
u_cvsd.V2_d2: 1
-- logic make-up after synthesis --
logic type | share of synthesized area (%)
adder cells (fa/ha/maj) | 9.57
flip-flops | 24.7
multiplexers | 2.64
buffers and inverters | 3.95
AND-OR/OR-AND | 26.9
AND/OR/NAND/NOR | 23.2
XOR/XNOR | 9.07
-- worst max-delay path by stage --
| stage | from | to | slack [ns] |
|---|---|---|---|
| global route | u_clock_div.clk_cnt[2] | u_clock_div.clk_cnt[23] | 1.54 |
| finish | u_clock_div.clk_cnt[2] | u_clock_div.clk_cnt[23] | 1.71 |
| CTS | u_clock_div.clk_cnt[2] | u_clock_div.clk_cnt[23] | 1.71 |
-- cell usage in the layout (no fill, tap or decap), types with 22 or more instances in the layout --
cell      n
a21oi_1  47
inv_1    33
nand2_1  48
o21ai_0  22
ha_1     45
dfrtp_1  56
xnor2_1  44
nor3_1   26
nand3_1  25
nor2_1   58
-- critical path, cell delays in order (launching register included) --
cell,delay [ns]
dfrtp_1,0.41
and3_1,0.21
and4_1,0.25
and4_1,0.23
and2_1,0.18
nor2b_1,0.30
nand4_1,0.15
xnor2_1,0.14
-- stage by stage --
step                      area (sq um)  setup slack, ns  util, %  std cells
after global placement            6740             1.75     33.0       1004
after detailed placement          6740             1.74     33.0       1004
after global routing              6820             1.54     33.4       1008
final                             6820             1.71     33.4       1008
after floorplan                   6300             1.91        -        734
after CTS                         6820             1.71     33.4       1008
-- report_power, final --
group / switching (mW) / total [mW] / leakage, nW / internal [mW]
sequential: 0 / 0.273 / 0.772 / 0.273
combinational: 0.0124 / 0.0135 / 2.03 / 0.00105
clock: 0.0897 / 0.235 / 0.0409 / 0.145
total: 0.102 / 0.522 / 2.84 / 0.420
-- cell type report --
class | count | area share [%]
tap | 270 | 4.95
sequential | 62 | 22.8
timing repair buffer | 23 | 3.23
inverter | 35 | 1.93
multi-input combinational | 614 | 65.9
clock buffer | 3 | 1.10
clock inverter | 1 | 0.0733
Power and IR drop assume default switching activity.
